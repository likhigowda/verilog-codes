--- /design/flow/config.mk ---
export PLATFORM = sky130hd
export DESIGN_NAME = traffic_controller
export DESIGN_NICKNAME = traffic_controller
export VERILOG_FILES = /design/flow/design.v
export SDC_FILE = /design/flow/constraint.sdc
export NUM_CORES = 4
export LEC_CHECK = 1
export CORE_AREA = 10 10 70 70
export DIE_AREA = 0 0 80 80
--- /design/flow/constraint.sdc ---
current_design traffic_controller

set clk_period 1.0
set clk_io_pct 0.2

create_clock -name clk0 -period $clk_period [get_ports {clk}]

set non_clock_inputs [all_inputs -no_clocks]
set_input_delay [expr $clk_period * $clk_io_pct] -clock clk0 $non_clock_inputs
set_output_delay [expr $clk_period * $clk_io_pct] -clock clk0 [all_outputs]
--- /design/flow/design.v ---
`timescale 1ns / 1ps
module traffic_controller(clk, rst, sensor, state);
input clk, rst, sensor;
output [1:0]state;
reg [1:0]state;
reg [1:0]present_state;
reg [1:0]next_state;
parameter s0 = 2'b00;
parameter s1 = 2'b01;
parameter s2 = 2'b10;
initial
begin
	present_state <= s0;
	next_state <= s0;
end
always @(posedge clk)
begin
	if(rst)
		present_state <= s0;
	else
		present_state <= next_state;
end
always @(present_state)
begin
	state <= present_state;
end
always @(sensor or present_state)
begin
	if(sensor == 1)
	begin
		case(present_state)
			s0:next_state = s1;
			s1:next_state = s2;
			s2:next_state = s2;
		endcase
	end
	else
	begin
		case(present_state)
			s2:next_state = s1;
			s1:next_state = s0;
			s0:next_state = s0;
		endcase
	end
end
endmodule
--- /design/flow/run.sh ---
#!/bin/bash
# OpenROAD 26Q1-2900-gdf79404cd8, Yosys 0.63+post, stock flow scripts
make -C /OpenROAD-flow-scripts/flow DESIGN_CONFIG=/design/flow/config.mk WORK_HOME=/design/flow/orfs finish
==> results.txt <==
Here are the numbers from the latest Yosys + OpenROAD run.

The number of register pins that no clock reaches came out at 2. The iteration count of the initial detailed-routing pass is 2. The beginning of the critical path is present_state[0]$_SDFF_PP0_. The analysis attributes to net switching a power of 0.0512 mW. The worst slew margin relative to its limit is 94.4%. Per the cell usage report, the commonest logic cells after layout are sky130_fd_sc_hd__ha_1, sky130_fd_sc_hd__clkbuf_4, sky130_fd_sc_hd__buf_4.

The detailed-route DRC error count is 0. The highest clock rate is 1050 MHz. The leakage power came out at 0.125 nW. The final worst-path setup slack is 50.4 ps. The power per standard cell area came out at 970 nW/um2. The number of hold violations in the final report is 0. The global-route track usage on met2 came out at 1.85%.

The fraction of power spent switching nets came out at 18.1%. Buffers inserted during clock tree synthesis total 3. The largest buffer count on any clock path came out at 2. The I/O pin count came out at 5.

The path category of the worst min-delay check is in -> reg. The global router reports that the layer with the highest usage is met2. The met3 demand-to-capacity share in global routing came out at 0.795%.

The internal power contribution is 0.232 mW. The number of global-route vias before repair is 155. In the synthesized netlist, the number of instances is 14. The cell type group with the largest total delay on the critical path is flip-flops.

The Yosys chip area is 148 um2. The clock period could shrink to 950 ps. The routed design has 348 um of wire. At the floorplan stage, the core utilization is reported as 4.32%.

The post-route core utilization is 8.53%. Per the run report, area growth between synthesis and finish was 97.5%. The share of total power in combinational logic came out at 8.1%. The width of the die came out at 80 um. As logged by OpenROAD, the buffers inserted on ports number 4. Setup repair after global routing left no endpoint under its margin. The flow ran to the end, and the final reports show no timing, DRC or antenna violations.

STA lists the startpoint of the worst hold path as rst. The total of flip-flops plus latches after synthesis is 4. The data required time of the worst path is 800 ps.

The count of endpoints without a timing constraint came out at 2. STA classifies the critical path startpoint as a flop. The share of total power in the clock network is 62.2%. In this run the core area contains 21 standard-cell rows. The transition time recorded at the tightest slew-check pin is 84.0 ps. The endpoint class of the critical path is an output pin.

The highest fanout seen on the critical path is 2. The unique cell type count in the Yosys netlist is 8. The final timing report lists a max-slew violation count of 0.

The core region is 3420 um2. For this run, the script counts the antenna cells in the layout as 0. The timing report shows that the slowest cell on the worst path is sky130_fd_sc_hd__dfxtp_2. The final setup TNS is 0 ps. The final layout report lists a filler cell count of 415. Looking at the clock tree report, the root buffer type is sky130_fd_sc_hd__clkbuf_4.

The H-tree depth is 1. In the CTS report, the clock slew at the register clock pins of the worst setup and hold paths is listed as 30 ps. In this run the mean area of a mapped cell was 10.5 um2. The worst setup slack before clock tree synthesis came out at 14.9 ps.

The placer's final routability congestion estimate is 0.648. The first global-routing pass estimated 600 um of wire. The overall track demand over capacity in global routing is 1.23%. Nets still carrying antenna violations after routing amount to 0. The average routed wire per standard cell came out at 4.97 um. The part of the total power dissipated in sequential elements came out at 29.7%. The signal on the critical path passes through dlygate4sd2_1. The total die area came out at 6400 um2. The total overflow reported by the global router is 0. STA puts the critical path data arrival time at 750 ps. The count of final setup violators is 0. The number of DRC violations after detailed-routing iteration 0 came out at 2. After synthesis the cells add up to 148 um2. The pin count of the biggest net entering global routing is 4. TritonCTS built the clock tree.

The cell total in the yosys stat output came out at 14. Warnings reported by Yosys during synthesis add up to 1. For this run, global-route usage on met1 was measured as 1.06%. Max-cap violations in this run came to 0. The longest incremental delay of any stage on the critical path is reported as 300 ps. The final critical path takes up 95.0% of the cycle.

The via density per instance is 1.69. The die outline height came out at 80 um. The critical path buffer and inverter count came out at 1. The total number of vias is 118. The proportion of layout cells with a drive suffix above 1 is 33.3%. The logs give a warning total of 27. Looking at the setup timing report, the critical path kind is reg -> out. The initial antenna violation count was 0.

The design draws 0.283 mW. The highest supply drop recorded on VDD is 0.000112 V.
-- metal layers --
metal  part of all wire (%)  wire (um)
met2                     47        164
met5                      0          0
met1                     34        119
met3                     11         40
met4                    6.9         24
-- layout make-up --
cell class	instances	area (um2)	share of cell area, %
Sequential cell	4	72.6	24.9
Multi-Input combinational cell	8	70.1	24.0
Timing Repair Buffer	7	61.3	21.0
Tap cell	46	57.6	19.7
Clock buffer	3	22.5	7.73
Inverter	2	7.51	2.58
-- per-stage QoR --
step / hold slack [ps] / area (um2) / cells
2_1_floorplan: 272 / 148 / 14
3_3_place_gp: 769 / 260 / 66
3_5_place_dp: 780 / 260 / 66
4_1_cts: 541 / 290 / 70
5_1_grt: 555 / 292 / 70
6_report: 547 / 292 / 70
-- power groups by stage --
| stage | combinational, mW | clock [mW] | sequential [mW] |
|---|---|---|---|
| 4_1_cts | 0.0235 | 0.193 | 0.0841 |
| 5_1_grt | 0.0258 | 0.203 | 0.0842 |
| 6_report | 0.0229 | 0.176 | 0.0841 |
-- state kept, by name, summed over array words and instances, names as in the netlist --
signal,cells
present_state,2
next_state,2
-- Yosys cell counts --
cell                      n  share of area (%)
sky130_fd_sc_hd__nor2b_1  2                8.5
sky130_fd_sc_hd__o21ba_1  1                6.8
sky130_fd_sc_hd__inv_1    2                5.1
sky130_fd_sc_hd__and2_1   1                4.2
sky130_fd_sc_hd__nor2_1   1                2.5
sky130_fd_sc_hd__dfxtp_1  2                 27
sky130_fd_sc_hd__dlxtn_1  2                 20
sky130_fd_sc_hd__ha_1     3                 25
-- cells by family after synthesis --
family | after synthesis | synth area share, %
DFF | 2 | 27.1
buffers and inverters | 2 | 5.09
and+or+nand+nor | 4 | 15.3
adders and majority gates | 3 | 25.4
AOI/OAI and AO/OA | 1 | 6.78
latches | 2 | 20.3
-- path summary, 6_finish.rpt --
check             cells after the start                           to
hold / removal                        2  present_state[0]$_SDFF_PP0_
setup / recovery                      1                     state[0]
-- what timing repair did --
item                       CTS  global route
setup endpoints to repair    2             1
resized                      4             1
buffers inserted             1             0
hold buffers                 0             0
Power and IR drop assume default switching activity.
